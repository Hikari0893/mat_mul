**flow/constraint.sdc**
```tcl
current_design Sum_Block

set clk_period 14.3
set clk_io_pct 0.2

create_clock -name clk0 -period $clk_period [get_ports {src_clk}]

set non_clock_inputs [all_inputs -no_clocks]
set_input_delay [expr $clk_period * $clk_io_pct] -clock clk0 $non_clock_inputs
set_output_delay [expr $clk_period * $clk_io_pct] -clock clk0 [all_outputs]
```
**flow/design.v**
```verilog
module Sum_Block
(
input src_clk, we_in, state,
input signed [((32*8)-1):0] PRODUCT_0,
input signed [((32*8)-1):0] PRODUCT_1,
output we_out_final, 
output signed [((32*8)-1):0] MATRIX_COEFFICIENT
);
wire we_out0;
wire we_out1;
wire we_out2;
wire we_out3;
wire we_out4;
wire we_out12;
wire we_out13;
wire we_out14;
wire signed [((32*4)-1):0] sum_0;
wire signed [((32*4)-1):0] sum_1;
wire signed [((32*2)-1):0] sum_2;
wire signed [((32*2)-1):0] sum_3;
wire signed [((32)-1):0] sum_4;
wire signed [((32)-1):0] sum_5;
pipe_Sum_0  Firstsum_0
(
    .clk (src_clk),
    .In_1 (PRODUCT_0),
    .we_in(we_out1),
    .we_out(we_out2),
    .partial_sum_0 (sum_0)
);
pipe_Sum_0  Firstsum_1
(
    .clk (src_clk),
    .In_1 (PRODUCT_1),
    .we_in(we_out1),
    .we_out(we_out12),
    .partial_sum_0 (sum_1)
);
pipe_Sum_1 Secondsum_0
(
    .clk (src_clk),
    .In_2 (sum_0),
    .we_in(we_out2),
    .we_out(we_out3),
    .partial_sum_1 (sum_2)
);
pipe_Sum_1 Secondsum_1
(
    .clk  (src_clk),
    .In_2 (sum_1),
    .we_in(we_out12),
    .we_out (we_out13),
    .partial_sum_1 (sum_3)
);
pipe_Sum_2 Thirdsum_0
(
    .clk (src_clk),    
    .In_3 (sum_2),
    .we_in(we_out3),
    .we_out(we_out4),
    .partial_sum_2 (sum_4)
);
pipe_Sum_2 Thirdsum_1
(
    .clk (src_clk),    
    .In_3 (sum_3),
    .we_in(we_out13),
    .we_out (we_out14),
    .partial_sum_2 (sum_5)
);
pipe_Sum_3 Result
( 
    .clk (src_clk),
    .we_in1(we_out4),
    .we_in2(we_out14),
	 .state(sate),
    .partial_sum_2 (sum_4),
    .partial_sum_3 (sum_5),
    .we_out(we_out_final),
    .result (MATRIX_COEFFICIENT)
);
endmodule
module pipe_Sum_0 
(
input clk, we_in,
input signed [((32*8)-1):0] In_1,
output reg we_out,
output signed [((4*32) - 1):0] partial_sum_0
);
reg signed[(32-1):0] buffer [0:(8 - 1)];
reg signed [32:0] suma_acumulada [0:3]; 
always @(*)
begin
    buffer[0] = In_1 [31:0];
    buffer[1] = In_1 [63:32];
    buffer[2] = In_1 [95:64];
    buffer[3] = In_1 [127:96];
    buffer[4] = In_1 [159:128];
    buffer[5] = In_1 [191:160];
    buffer[6] = In_1 [223:192];
    buffer[7] = In_1 [255:224];
end
always @(posedge clk) 
begin
        we_out <= we_in;
        suma_acumulada[0] <= buffer[0] + buffer[1];
        suma_acumulada[1] <= buffer[2] + buffer[3];
        suma_acumulada[2] <= buffer[4] + buffer[5];
        suma_acumulada[3] <= buffer[6] + buffer[7];
end
assign partial_sum_0 [31:0]   = {suma_acumulada[0][32:22],suma_acumulada[0][21:1]};
assign partial_sum_0 [63:32]  = {suma_acumulada[1][32:22],suma_acumulada[1][21:1]};
assign partial_sum_0 [95:64]  = {suma_acumulada[2][32:22],suma_acumulada[2][21:1]};
assign partial_sum_0 [127:96] = {suma_acumulada[3][32:22],suma_acumulada[3][21:1]};                        
endmodule
module pipe_Sum_1
(
input clk, we_in,
input signed [((32*4)-1):0] In_2,
output reg we_out,
output signed [((32*2)-1):0] partial_sum_1
);
reg signed [(32-1):0] buffer_1 [0:((8/2) - 1)];
reg signed [32:0] suma_acumulada_1 [0:((8/4) - 1)];
always @(*)
begin
    buffer_1[0] = In_2 [31:0];
    buffer_1[1] = In_2 [63:32];
    buffer_1[2] = In_2 [95:64];
    buffer_1[3] = In_2 [127:96];
end
always @(posedge clk) 
begin
         we_out <= we_in;
        suma_acumulada_1[0] <= buffer_1[0] + buffer_1[1];
        suma_acumulada_1[1] <= buffer_1[2] + buffer_1[3];
end
assign partial_sum_1[31:0]  = {suma_acumulada_1[0][32:22], suma_acumulada_1[0][21:1]};
assign partial_sum_1[63:32] = {suma_acumulada_1[1][32:22], suma_acumulada_1[1][21:1]};
endmodule
module pipe_Sum_2 
(
input clk, we_in,   
input signed [((32*2)-1):0] In_3,
output reg we_out,
output signed [((32)-1):0] partial_sum_2
);
reg signed [((32)-1):0] buffer_2 [0:1];
reg signed [32:0] temp;
always @(*)
begin
    buffer_2[0] = In_3[31:0];
    buffer_2[1] = In_3[63:32];
end
always @(posedge clk) 
begin
     we_out <= we_in;
    temp <= buffer_2[0] + buffer_2[1];
end   
assign partial_sum_2 = {temp[32:22], temp[21:1]};
endmodule
module pipe_Sum_3
( 
 input clk, we_in1, we_in2, state,
 input signed [((32)-1):0] partial_sum_2,
 input signed [((32)-1):0] partial_sum_3,
output reg we_out,
 output signed [((32)-1):0] result
);
reg signed [32:0] temp;
always @(posedge clk)
begin 
     if (we_in1 == 1 && we_in2==1)
	      we_out <= 1'b1;
	  else
	      we_out <= 1'b0;
		if (!state)
         temp <= partial_sum_2 - partial_sum_3;
	  else
	      temp <= partial_sum_2 + partial_sum_3;
end
assign result = {temp[32:22],temp[21:1]};
endmodule
```
**flow/run.sh**
```bash
#!/bin/bash
# OpenROAD 26Q1-2900-gdf79404cd8, Yosys 0.63+post, stock flow scripts
make -C /OpenROAD-flow-scripts/flow DESIGN_CONFIG=/design/flow/config.mk WORK_HOME=/design/flow/orfs finish
```
**flow/config.mk**
```make
export PLATFORM = sky130hd
export DESIGN_NAME = Sum_Block
export DESIGN_NICKNAME = Sum_Block
export VERILOG_FILES = /design/flow/design.v
export SDC_FILE = /design/flow/constraint.sdc
export NUM_CORES = 4
export LEC_CHECK = 1
export CORE_AREA = 10 10 504 504
export DIE_AREA = 0 0 514 514
```
==> impl_metrics.toml <==
# flow metrics
[synth]
synthArstFlopShare_pct = 0
syn_avg_cell_area_sq_um = 8.77
yosys_area_sq_um = 34900
ys_ff = 480
ys_types = 91
syn_area_sq_um = 34900
yosysWarningCount = 13
synth.yosys.seq_area_share_pct = 27.6
syn_inst = 3976
synth-edff-count = 0
synth-main-ff-cell = "dfxtp_1"
yosys_cells = 3976

[run]
warning_count = 33
drv_cap = 0

[global_route]
grt_use_total_pct = 9.86
grt_remaining_overflow = 0
antenna_found_initial = 66
first_global_vias = 30103
grt_start_max_net_pins = 116
grt_pass1_wl_um = 193000

[route]
dr.pass1.iters = 7
postRouteAntennaNets = 0
drt_iter0_drc = 1697
vias = 30528
drc_errors = 0
routed_wl_um = 134000
viasPerCell = 3.92
avgRoutedWirePerCell_um = 17.2

[cts]
cts_tree = "done"
path_clk_slew_ns = 0.06
postCtsHoldBufs = 0
clk_path_buf_depth = 3
cts.sinks = 480
cts_root_buf = "clkbuf_16"
cts_setup_buffers = 0
cts-resized-gates = 0
clk_latency_ns = 0.66
h-tree-depth = 2
cts_buffers = 58

[finish]
drive_gt1_share_pct = 3.91
instances_no_fill = 7793
syn_to_final_growth_pct = 34.4
fill_cells = 26331
utilization_pct = 19.3

[place]
dp.cells = 7668
dp_slack_ns = 7.95
gp_congestion = 0.902
hpwl_um = 118000
placement.io_buffers = 768

[run_status]
status = "completed"

[final_timing]
setup_viol = 0
slew_viol_final = 0
rsz0062_at_grt = "no"
finClkSkew_ns = 0.0476
setup_tns_ns = 0
slew-limit-headroom_pct = 42.6
min_period_ns = 5.65
worst-slew-pin-transition_ns = 0.862
min_period_over_period_pct = 39.5
setup_slack_ns = 8.65
timing.fmax_mhz = 177
finalHoldViolCount = 0

[power_and_ir_drop]
p_leak_nw = 19.4
finalPower_mw = 9.34
power_density_nw_per_um2 = 199
ir_drop_uv = 116

[critical_path]
startpoint_type = "input pin"
r2r_start = "Firstsum_1.suma_acumulada[3][1]"
path_class = "input pin to flip-flop"
startpoint = "PRODUCT_1[64]"
crit_fanout = 3
worstPathRequired_ns = 14.87
critPathArrivalTime_ns = 6.21
crit_path_end_kind = "flip-flop"

[worst_hold_path]
hold_path.class = "flip-flop to flip-flop"
hold_path.startpoint = "Firstsum_0.suma_acumulada[1][2]"

[floorplanning]
io_pins = 772
dieArea_sq_um = 264000
floorplan.core_util_pct = 14.3
die_x_um = 514
core.rowCount = 181
die-height_um = 514
core-area_sq_um = 243000
sequential cells by signal (all words and copies together), names as in the netlist:
| signal | cells |
|---|---|
| Result.temp | 32 |
| Thirdsum_1.temp | 32 |
| Thirdsum_0.temp | 32 |
| Firstsum_0.suma_acumulada | 128 |
| Secondsum_1.suma_acumulada_1 | 64 |
| Firstsum_1.suma_acumulada | 128 |
| Secondsum_0.suma_acumulada_1 | 64 |
critical path: stages:
cell             delay (ns)
clkdlybuf4s50_1        0.42
and2_1                 0.18
fa_1                   0.40
a21o_1                 0.34
a221oi_1               0.51
o21bai_1               0.21
a21oi_1                0.29
a311oi_1               0.16
a211o_1                0.31
a21oi_1                0.16
o21ai_0                0.12
xnor2_1                0.22
report_power, final:
part / internal [mW] / total, mW / switching (mW)
Sequential: 1.91 / 2.21 / 0.291
Clock: 0.996 / 1.62 / 0.621
Combinational: 2.52 / 5.52 / 3.00
cells in the mapped netlist, drive strengths merged, types with 11 or more instances:
library cell  instances  area [sq um]
a31oi                47           300
o21a                 40           300
and2                 42           263
o31ai                25           193
nand4                67           419
a211oi               36           275
a311oi               15           138
nor2b                52           325
a221oi               18           226
o21ai               198          1010
xnor2               289          2530
clkbuf               51           191
nand2               214           803
inv                 134           503
a21o                259          1940
fa                   15           300
a211o                12           105
and3                 48           300
dfxtp               480          9610
buf                 240          1780
xor2                140          1230
o22ai                11          68.8
ha                  465          5820
a31o                 15           131
o21bai               54           405
a21oi               424          2170
o211ai               34           255
nor3                 39           200
nand3                78           390
nand2b               40           250
and4                 17           149
nor2                216           811
cell families (layout without fill, tap and decap cells):
kind of cell             after synthesis  after routing  share of synthesized area (%)
buffers and inverters                425           1022                           7.10
other                                  1             19                         0.0108
adder cells (fa/ha/maj)              480            480                           17.5
AND-OR/OR-AND                       1301           1301                           24.8
multiplexers                           6              6                          0.172
flip-flops                           480            480                           27.6
AND/OR/NAND/NOR                      854            854                           12.0
XOR/XNOR                             429            429                           10.8
layout by cell type, fill, tap and decap left out, types with 9 or more instances in the layout:
master and count:
or3_1 10, bufinv_16 11, a21oi_2 12, nor3_1 38, xor2_1 140, a211o_1 12
diode_2 18, fa_1 15, inv_1 134, clkdlybuf4s50_1 768, xnor2_1 289, nor2b_1 52
a41oi_1 9, nand2_1 214, o31ai_1 24, o21a_1 40, a31o_2 13, a31oi_1 46
nand2b_1 40, nand3_1 78, dfxtp_1 479, a211oi_1 35, nand4_1 67, a311oi_1 14
and2_1 41, o211ai_1 34, nor2_1 216, o21bai_1 54, o21ai_0 189, buf_4 13
a21o_1 259, a221oi_2 11, and3_1 48, ha_1 465, o22ai_1 11, clkbuf_16 59
a21oi_1 412, o2111ai_1 10, and4_1 17
layout make-up:
cell class	count	area (sq um)	share of cell area (%)
diodes	18	45.0	0.0961
multi-input cells	3071	22800	48.6
clock buffers	74	1600	3.42
repair buffers	781	7780	16.6
inverters	134	503	1.07
flip-flops and latches	480	9610	20.5
well taps	3202	4010	8.55
clock inverters	33	532	1.13
final timing paths:
kind                                    endpoint  slack [ns]  cells after the start
min reg2reg   Secondsum_0.suma_acumulada_1[0][1]        0.55                      1
max             Firstsum_1.suma_acumulada[1][26]        8.65                     12
max reg2reg  Secondsum_1.suma_acumulada_1[1][30]       10.80                     11
min           Secondsum_0.suma_acumulada_1[0][1]        0.55                      1
per-layer routing:
metal,global-route usage [%],up-vias,share of wire [%]
met2,15.4,1092,43
met3,2.93,187,8.7
met4,2.91,16,3.8
met1,13.2,13812,44
met5,0,-,0.067
li1,-,15421,-
through the flow:
| step | instance area [sq um] | hold slack [ns] |
|---|---|---|
| 2_1_floorplan | 34900 | 0.514 |
| 3_3_place_gp | 44700 | 0.544 |
| 3_5_place_dp | 44700 | 0.549 |
| 4_1_cts | 46800 | 0.562 |
| 5_1_grt | 46800 | 0.604 |
| 6_report | 46900 | 0.553 |
